==> flow/design.v <==
`timescale 1ns / 1ps
module SelectionOfAvatar(
	input [1:0] mode,
	input [5:0] userID,
	input [1:0] candidate,  
	input CLK,
	output reg [1:0] ballotBoxId,
	output reg [5:0] numberOfRegisteredVoters,
	output reg [5:0] numberOfVotesWinner,  
	output reg [1:0] WinnerId,
	output reg AlreadyRegistered,
	output reg AlreadyVoted,
	output reg NotRegistered,
	output reg VotingHasNotStarted,
	output reg RegistrationHasEnded
	);
	reg [63:0] registerStatus;
	reg [63:0] voteStatus;
	reg [5:0] votes [3:0];
	reg [9:0] cycleCounter;
	initial begin
		registerStatus = 64'b0;
		voteStatus = 64'b0;
		votes[0] = 6'b000000;
		votes[1] = 6'b000000;
		votes[2] = 6'b000000;
		votes[3] = 6'b000000;
		cycleCounter = 0;
		numberOfRegisteredVoters = 0;
		numberOfVotesWinner = 0;
		WinnerId = 0;
	end
	always @(posedge CLK)
	begin
		AlreadyRegistered = 0; 
		AlreadyVoted = 0; 
		NotRegistered = 0; 
		VotingHasNotStarted = 0; 
		RegistrationHasEnded = 0;
		cycleCounter = cycleCounter + 1;
		ballotBoxId = userID[5:4];
		if(cycleCounter <= 100) 
		begin 
			if(mode == 1)
				VotingHasNotStarted = 1;
			else 
			begin 
				VotingHasNotStarted = 0;
				if (registerStatus[userID] == 1)
					AlreadyRegistered = 1;
				else 
				begin 
					AlreadyRegistered = 0;
					registerStatus[userID] = 1;
					numberOfRegisteredVoters = numberOfRegisteredVoters + 1;
				end
			end
		end
		else if (cycleCounter <= 200)
		begin
			if (mode == 0)
				RegistrationHasEnded = 1;
			else 
			begin 
				RegistrationHasEnded = 0;
				if(registerStatus[userID] == 0)
					NotRegistered = 1;
				else if(voteStatus[userID] == 1)
					AlreadyVoted = 1;
				else
				begin 
					NotRegistered = 0; 
					AlreadyVoted = 0;
					voteStatus[userID] = 1;
					votes[candidate] = votes[candidate] + 1;
				end
			end
		end
		else if (cycleCounter > 200) 
		begin
			cycleCounter = 201; 
			if (votes[0] >= votes[1] && votes[0] >= votes[2] && votes[0] >= votes[3]) 
			begin
				WinnerId = 2'b00; 
				numberOfVotesWinner = votes[0];
			end
			else if (votes[1] >= votes[0] && votes[1] >= votes[2] && votes[1] >= votes[3]) 
			begin
				WinnerId = 2'b01; 
				numberOfVotesWinner = votes[1];
			end
			else if (votes[2] >= votes[0] && votes[2] >= votes[1] && votes[2] >= votes[3]) 
			begin
				WinnerId = 2'b10; 
				numberOfVotesWinner = votes[2];
			end
			else if (votes[3] >= votes[0] && votes[3] >= votes[1] && votes[3] >= votes[2]) 
			begin
				WinnerId = 2'b11; 
				numberOfVotesWinner = votes[3];
			end
		end
	end
endmodule
==> flow/run.sh <==
#!/bin/bash
# OpenROAD 26Q1-2900-gdf79404cd8, Yosys 0.63+post, stock flow scripts
make -C /OpenROAD-flow-scripts/flow DESIGN_CONFIG=/design/flow/config.mk WORK_HOME=/design/flow/orfs finish
==> flow/config.mk <==
export PLATFORM = sky130hd
export DESIGN_NAME = SelectionOfAvatar
export DESIGN_NICKNAME = SelectionOfAvatar
export VERILOG_FILES = /design/flow/design.v
export SDC_FILE = /design/flow/constraint.sdc
export NUM_CORES = 4
export LEC_CHECK = 1
export CORE_UTILIZATION = 40
==> flow/constraint.sdc <==
current_design SelectionOfAvatar

set clk_period 7.3
set clk_io_pct 0.2

create_clock -name clk0 -period $clk_period [get_ports {CLK}]

set non_clock_inputs [all_inputs -no_clocks]
set_input_delay [expr $clk_period * $clk_io_pct] -clock clk0 $non_clock_inputs
set_output_delay [expr $clk_period * $clk_io_pct] -clock clk0 [all_outputs]
==> impl_metrics.json <==
{
  "pre_cts_ws_ns": 2.055,
  "ir_drop_mv": 0.1355,
  "top_area_cell": "edfxtp_1",
  "syn_inst": 759,
  "cts_resized": 0,
  "seq_power_share": 0.531,
  "initCoreUtil": 0.4128,
  "switching_share": 0.2244,
  "final_common_cell": "edfxtp_1",
  "place_congestion": 0.8376,
  "startpoint": "userID[2]",
  "yosysCellCount": 759,
  "yosysSeqAreaShare": 0.5431,
  "numPortBuffers": 31,
  "synth_warnings": 2,
  "fin_cells": 1124,
  "rsz0062_at_grt": "false",
  "power.total_mw": 2.130,
  "combinationalPowerShare": 0.050,
  "internal_power_mw": 1.652,
  "reg2reg_depth": 9,
  "path_cells": "clkdlybuf4s50_1 -> or3b_2 -> o22ai_1 -> or4_1 -> nor2_1 -> a21oi_1 -> and2_2 -> buf_4",
  "crit_path_top_delay_cell": "clkdlybuf4s50_1",
  "grt-ovfl-total": 0,
  "vias_per_cell": 5.385,
  "drtPass1Iterations": 4,
  "grt_max_degree": 44,
  "synth-edff-count": 166,
  "ys.flops": 183,
  "hold_buffers": 0,
  "setup.worst_path.start_class": "primary input",
  "syn_area_mm2": 0.009804,
  "drt_iter0_drc": 413,
  "relSlewSlack": 0.4331,
  "die_x_um": 158.6,
  "syn_area_per_cell_um2": 12.92,
  "pwr_density_cell_mw_per_mm2": 194.6,
  "antenna_cells": 0,
  "async_flop_share": 0,
  "cp_slowest_stage_delay_ns": 0.95,
  "timing_max_transition_violations_final": 0,
  "cts_root_buf": "clkbuf_16",
  "power_frac_clock": 0.419,
  "area_leaders": "edfxtp_1, or2_2, ha_1, mux4_1, mux4_2",
  "drc": 0,
  "path_max_fanout": 43,
  "worstPathRequired_ns": 7.36,
  "wl_um": 20470,
  "tool_warnings": 28,
  "hold_violations": 0,
  "max_freq_mhz": 208.3,
  "p_sw_mw": 0.4778,
  "track_usage": 0.1847,
  "clock_sinks": 183,
  "io_pins": 32,
  "hpwl_um": 14260,
  "cts_tree": "done",
  "grt_pass1_vias": 5996,
  "period_minus_slack_ns": 4.800,
  "final-setup-viol-count": 0,
  "flop_cell": "edfxtp_1",
  "yosysChipArea_mm2": 0.009804,
  "cts_buffer_depth": 2,
  "crit_type": "in2reg",
  "die_h_um": 158.6,
  "crit_path_end": "voteStatus[36]",
  "vias": 6053,
  "area_growth_pct": 11.61,
  "worst_pin_slew_ns": 0.8482,
  "drive_above_1_share": 0.2037,
  "antenna_found_initial": 0,
  "cp.arrival_ns": 4.86,
  "end_kind": "flip-flop",
  "wl_per_cell_um": 18.21,
  "mostFrequentLayoutCells": "edfxtp_1, or2_2, nor2_1",
  "skew_ns": 0.01775,
  "netlist.area_leader.share": 0.5084,
  "postRouteAntennaNets": 0,
  "regToRegStartpoint": "cycleCounter[0]",
  "outcome": "complete, no violations",
  "path_clk_slew_ns": 0.07,
  "post_cts_buffers": 0,
  "fillers": 2094,
  "core_mm2": 0.02375,
  "grt_pass1_wl_um": 32720,
  "num_rows": 56,
  "yosysUniqueCellTypes": 65,
  "power_leakage_nw": 3.874,
  "r2r_slack_ns": 3.82,
  "maxCapViolCount": 0,
  "die_area_mm2": 0.02514,
  "fin_crit_sh": 0.6575,
  "layout_setup_ws_ns": 2.500,
  "dp.cells": 1092,
  "setup_tns_ns": 0,
  "clkLatencyLatePin_ns": 0.43,
  "h-tree-depth": 4,
  "min_path_type": "reg2reg",
  "cts_buffers": 17,
  "rr_endpoint": "voteStatus[36]"
}
## per-layer routing
| metal | wire (um) | track usage |
|---|---|---|
| met1 | 9590 | 0.3089 |
| met2 | 8843 | 0.2533 |
| met3 | 1689 | 0.06678 |
| met4 | 349 | 0.02839 |
| met5 | 0 | 0 |
## cells in the mapped netlist, drive strengths merged, types with 9 or more instances
| library cell | n |
|---|---|
| edfxtp | 166 |
| or2 | 89 |
| nor2 | 67 |
| ha | 43 |
| mux4 | 38 |
| nand2 | 35 |
| inv | 32 |
| o21bai | 31 |
| dfxtp | 17 |
| nand2b | 17 |
| buf | 16 |
| nand3 | 16 |
| o22ai | 15 |
| clkbuf | 12 |
| nor3 | 12 |
| xnor2 | 12 |
| a211oi | 10 |
| a21oi | 10 |
| xor2 | 9 |
## power groups by stage
| stage | clock [mW] | sequential (mW) | combinational, mW |
|---|---|---|---|
| 4_1_cts | 0.917 | 1.13 | 0.108 |
| 5_1_grt | 0.958 | 1.13 | 0.117 |
| 6_report | 0.892 | 1.13 | 0.107 |
## layout make-up
type	count	area [um2]	area share
clock buffers	18	429.2	0.03922
clock inverters	14	137.6	0.01258
inverters	32	120.1	0.01098
multi-input cells	517	4156	0.3798
flip-flops and latches	183	5325	0.4866
well taps	319	399.1	0.03647
repair buffers	41	375.4	0.03430
## worst min path at each step
stage                 cells past startpoint             from               to
after CTS                                 1  cycleCounter[0]  cycleCounter[0]
after global routing                      1  cycleCounter[0]  cycleCounter[0]
final                                     1  cycleCounter[0]  cycleCounter[0]
## registers in the layout, summed over array words and instances (netlist names)
signal / cells
registerStatus: 64
voteStatus: 64
votes: 24
cycleCounter: 10
numberOfRegisteredVoters: 6
numberOfVotesWinner: 6
WinnerId: 2
ballotBoxId: 2
AlreadyRegistered: 1
AlreadyVoted: 1
NotRegistered: 1
RegistrationHasEnded: 1
VotingHasNotStarted: 1
## stage by stage
step	util	hold slack [ns]	area (um2)
after floorplan	-	0.4045	9813
after global placement	0.4368	0.4264	10380
after detailed placement	0.4368	0.4291	10380
after CTS	0.4607	0.4475	10940
after global routing	0.4607	0.4687	10940
final	0.4607	0.4457	10940
## cell families after synthesis
logic type	share of synthesized area
other	0.0003825
xor gates and xnor gates	0.01876
AOI/OAI and AO/OA	0.08512
adders and majority gates	0.05488
muxes	0.09635
buffers and inverters	0.03446
DFF	0.5431
and+or+nand+nor	0.1669
## critical path: cells and delay by family
family	cells	cell delay, ns
buffers and inverters	2	1.54
AND-OR/OR-AND	2	0.51
AND/OR/NAND/NOR	4	1.29
No activity file was given, so power comes from the tool's default toggle rates.
