File: design/flow/design.v
`timescale 1ns / 1ps
module lab3_2(
			input[5:0] money,
			input CLK,
			input vm,  
			input [2:0] productID,  
			input sugar,  
			output reg [5:0] moneyLeft,
			output reg [4:0] itemLeft,
			output reg productUnavailable, 
			output reg insufficientFund ,  
			output reg notExactFund ,  
			output reg invalidProduct,  
			output reg sugarUnsuitable,  
			output reg productReady	 
	);
	reg [4:0] numOfSandwiches = 10;
	reg [4:0] numOfChocolate = 10;
	reg [4:0] numOfWaterVM1 = 5;
	reg [4:0] numOfWaterVM2 = 10;
	reg [4:0] numOfCoffee = 10;
	reg [4:0] numOfTea = 10;
	initial
	begin
	end
	always @(posedge CLK)
	begin
		productUnavailable <= 0;
		insufficientFund <= 0;	
		notExactFund <= 0;
		invalidProduct <= 0;
		sugarUnsuitable <= 0;
		productReady <= 0;
		if (((vm == 0) && ((productID == 3'b011) || (productID == 3'b100))) ||
			((vm == 1) && ((productID == 3'b000) || (productID == 3'b001))) ||
			(productID > 3'b100))
		begin 
			invalidProduct <= 1;
			moneyLeft <= money; 
		end
		else if (
				((vm == 0) && ((productID == 3'b000) && (numOfSandwiches == 0) ||
							   (productID == 3'b001) && (numOfChocolate == 0) || 
							   (productID == 3'b010) && (numOfWaterVM1 == 0) )) || 
				((vm == 1)) && ((productID == 3'b010) && (numOfWaterVM2 == 0) ||
								(productID == 3'b011) && (numOfCoffee == 0) ||
								(productID == 3'b100) && (numOfTea == 0))
				)
		begin
			productUnavailable <= 1;
			moneyLeft <= money; 
		end	
		else if ((vm == 1) && (productID == 3'b010) && (sugar == 1))
		begin 
			sugarUnsuitable <= 1;
			moneyLeft <= money; 
		end
		else if ((vm == 0) && ((productID == 3'b000) && (money != 20) || 
							   (productID == 3'b001) && (money != 10) || 
							   (productID == 3'b010) && (money != 5)))
		begin
			notExactFund <= 1; 
			moneyLeft <= money;
		end
		else if ((vm == 1) && ((productID == 3'b010) && (money < 5) || 
							   (productID == 3'b011) && (money < 12) || 
							   (productID == 3'b100) && (money < 8)))
		begin
			insufficientFund <= 1;
			moneyLeft <= money;
		end
		else 
		begin
			if ((vm == 0) && (productID == 3'b000))  
			begin
				itemLeft <= numOfSandwiches-1;
				numOfSandwiches <= numOfSandwiches-1;
				moneyLeft <= 0;
				productReady <= 1;
			end
			else if ((vm == 0) && (productID == 3'b001))  
			begin
				itemLeft <= numOfChocolate-1;
				numOfChocolate <= numOfChocolate-1;
				moneyLeft <= 0;
				productReady <= 1;
			end
			else if ((vm == 0) && (productID == 3'b010))  
			begin
				itemLeft <= numOfWaterVM1-1;
				numOfWaterVM1 <= numOfWaterVM1-1;
				moneyLeft <= 0;
				productReady <= 1;
			end
			else if ((vm == 1) && (productID == 3'b010))  
			begin
				itemLeft <= numOfWaterVM2-1;
				numOfWaterVM2 <= numOfWaterVM2-1;
				moneyLeft <= money - 5;
				productReady <= 1;
			end
			else if ((vm == 1) && (productID == 3'b011))  
			begin
				itemLeft <= numOfCoffee-1;
				numOfCoffee <= numOfCoffee-1;
				moneyLeft <= money - 12;
				productReady <= 1;
			end
			else if ((vm == 1) && (productID == 3'b100))  
			begin
				itemLeft <= numOfTea-1;
				numOfTea <= numOfTea-1;
				moneyLeft <= money - 8;
				productReady <= 1;
			end
		end
	end
endmodule
File: design/flow/run.sh
#!/bin/bash
# OpenROAD 26Q1-2900-gdf79404cd8, Yosys 0.63+post, stock flow scripts
make -C /OpenROAD-flow-scripts/flow DESIGN_CONFIG=/design/flow/config.mk WORK_HOME=/design/flow/orfs finish
File: design/flow/config.mk
export PLATFORM = sky130hd
export DESIGN_NAME = lab3_2
export DESIGN_NICKNAME = lab3_2
export VERILOG_FILES = /design/flow/design.v
export SDC_FILE = /design/flow/constraint.sdc
export NUM_CORES = 4
export LEC_CHECK = 1
export CORE_UTILIZATION = 30
File: design/flow/constraint.sdc
current_design lab3_2

set clk_period 5.1
set clk_io_pct 0.2

create_clock -name clk0 -period $clk_period [get_ports {CLK}]

set non_clock_inputs [all_inputs -no_clocks]
set_input_delay [expr $clk_period * $clk_io_pct] -clock clk0 $non_clock_inputs
set_output_delay [expr $clk_period * $clk_io_pct] -clock clk0 [all_outputs]
==> flow_metrics.env <==
# physical design summary
export IMPL_status="finished clean"
export IMPL_synthToLayoutAreaGrowth_pct=16.6
export IMPL_max_stage_delay_ns=0.81
export IMPL_rsz0062_at_grt="no"
export IMPL_ys_flop_type="edfxtp_1"
export IMPL_fp_util=0.312
export IMPL_period_used=0.759
export IMPL_synth_area_mm2=0.00291
export IMPL_layout_min_cycle_time_ns=3.87
export IMPL_antenna_found_initial=0
export IMPL_dr_pass1_iters=4
export IMPL_start_kind="input pin"
export IMPL_maxCapViolations=0
export IMPL_slew_headroom=0.468
export IMPL_finalSetupViolCount=0
export IMPL_final_cells=443
export IMPL_place_ws_ns=0.946
export IMPL_fmax_mhz=258
export IMPL_grt_pass1_wl_mm=10.5
export IMPL_final_common_cell="edfxtp_1"
export IMPL_overflow=0
export IMPL_peakVddDrop_v=0.000106
export IMPL_dp_cells=435
export IMPL_crit_required_ns=5.03
export IMPL_vias_per_cell=4.91
export IMPL_postRouteAntennaNets=0
export IMPL_grt_util_met2=0.211
export IMPL_regArea_mm2=0.00135
export IMPL_grt_use_total=0.138
export IMPL_n_fill_cell=921
export IMPL_clk_pin_slew_ns=0.08
export IMPL_use_met3=0.0282
export IMPL_synthArstFlopShare=0
export IMPL_met1_usage=0.212
export IMPL_io_buffer_count=28
export IMPL_crit_slowest_cell="clkdlybuf4s50_1"
export IMPL_busiest_layer="met1"
export IMPL_edf_count=41
export IMPL_rows=35
export IMPL_drc=0
export IMPL_powerDensity_mw_per_mm2=223
export IMPL_finalMaxSlewViolations=0
export IMPL_cts_setup_buffers=0
export IMPL_hold_buffers=0
export IMPL_worst_setup_path_type="input pin to flip-flop"
export IMPL_p_leak_nw=1.30
export IMPL_worst_pin_slew_ns=0.796
export IMPL_synth_cells=283
export IMPL_cp_cell_sequence="clkdlybuf4s50_1 > buf_4 > nor4b_1 > nand3_1 > and3_1 > o21ai_2 > or2_1 > nor3_1"
export IMPL_hold_path_class="flip-flop to flip-flop"
export IMPL_yosysChipArea_mm2=0.00291
export IMPL_diodes=0
export IMPL_holdWs_ns=0.611
export IMPL_yosysCellCount=283
export IMPL_finClkSkew_ns=0.00540
export IMPL_die_area_mm2=0.0101
export IMPL_synth_distinct_cells=62
export IMPL_ctsResizeCount=0
export IMPL_drt_wl_total_mm=6.44
export IMPL_die_y_um=100
export IMPL_cp_max_fo=22
export IMPL_layout_setup_ws_ns=1.23
export IMPL_final_cell_mix="edfxtp_1, clkdlybuf4s50_1, inv_1"
export IMPL_end_kind="flip-flop"
export IMPL_drt_iter0_markers=91
export IMPL_dieWidth_um=100
export IMPL_critPathBufInv=2
export IMPL_wl_per_cell_um=14.5
export IMPL_reg2reg_depth=8
export IMPL_fin_area_mm2=0.00339
export IMPL_hold_path_depth=1
export IMPL_hold_viol=0
export IMPL_vias=2177
export IMPL_design_core_area_mm2=0.00933
export IMPL_cp_depth=8
export IMPL_clock_sinks=47
export IMPL_dpl_instance_area_mm2=0.00331
export IMPL_tool_warnings=37
export IMPL_routabilityCongestion=0.928
export IMPL_grt_max_degree=23
export IMPL_ys_seq_frac=0.465
export IMPL_comb_area_mm2=0.00141
export IMPL_cts_buffers=5
export IMPL_tns_ns=0
export IMPL_cts_root_buffer="clkbuf_8"
export IMPL_dp_hpwl_mm=4.94
export IMPL_htreeDepth=2
export IMPL_cts_tree="yes"
export IMPL_numSynthFlops=47
export IMPL_ys_warnings_count=1
export IMPL_critical_path_top_delay_family="simple AND/OR/NAND/NOR gates"
export IMPL_synth_area_per_cell_um2=10.3
export IMPL_first_global_vias=2134
export IMPL_cts_buffer_depth=2
export IMPL_cp_arrival_ns=3.80
export IMPL_insertion_delay_ns=0.29
export IMPL_layout_drive_gt1_share=0.0669
export IMPL_pin_count=29
kinds of logic (layout without fill, tap and decap cells):
family                   Yosys count  after routing  share of synthesized area
other                              1              6                    0.00129
buffers and inverters             39             65                     0.0585
multiplexers                       6              6                     0.0206
AND/OR/NAND/NOR                   99             99                      0.183
flip-flops                        47             47                      0.465
XOR/XNOR                          18             18                     0.0542
AND-OR/OR-AND                     52             52                      0.128
adder cells (fa/ha/maj)           21             21                     0.0903
Yosys cell counts, drive strengths merged, types with 2 or more instances:
| library cell | n | area share |
|---|---|---|
| nand2b | 2 | 0.0043 |
| xor2 | 15 | 0.045 |
| nor3 | 16 | 0.029 |
| and2 | 2 | 0.0043 |
| o211ai | 3 | 0.0095 |
| xnor2 | 3 | 0.0090 |
| nor3b | 5 | 0.015 |
| or3 | 5 | 0.011 |
| a21oi | 12 | 0.022 |
| edfxtp | 41 | 0.42 |
| a22oi | 2 | 0.0052 |
| and3 | 3 | 0.0065 |
| or2 | 2 | 0.0043 |
| nand2 | 16 | 0.022 |
| o22ai | 5 | 0.011 |
| o21ai | 10 | 0.018 |
| mux2i | 6 | 0.021 |
| o41ai | 2 | 0.0060 |
| a211oi | 2 | 0.0052 |
| o31ai | 3 | 0.0095 |
| buf | 10 | 0.021 |
| nand3 | 9 | 0.015 |
| ha | 21 | 0.090 |
| o311ai | 2 | 0.0060 |
| inv | 28 | 0.036 |
| dfxtp | 6 | 0.041 |
| nor2 | 26 | 0.034 |
| or3b | 2 | 0.0069 |
| nor4b | 4 | 0.012 |
metal layers:
layer,vias up,routed length [µm],share of wire
li1,1074,-,-
met1,1017,3020,0.47
met2,76,2880,0.45
met3,10,407,0.063
met4,0,127,0.020
met5,-,0,0
path summary, 6_finish.rpt:
check | to | startpoint | slack (ns)
worst max-delay path | numOfWaterVM2[1]$_DFFE_PP_ | productID[0] | 1.23
worst min-delay path | numOfCoffee[0]$_DFFE_PP_ | numOfCoffee[0]$_DFFE_PP_ | 0.61
worst max register to register | numOfCoffee[2]$_DFFE_PP_ | numOfWaterVM1[0]$_DFFE_PP_ | 2.30
worst min register to register | numOfCoffee[0]$_DFFE_PP_ | numOfCoffee[0]$_DFFE_PP_ | 0.61
worst reg2reg max path, cell delays in order (launching register included):
cell      delay (ns)
edfxtp_1        0.39
inv_1           0.15
ha_1            0.16
nor4b_1         0.47
a21oi_1         0.13
and3_1          0.25
o21ai_2         0.40
or2_1           0.37
nor2_1          0.21
cell type report:
| cell class | count | share of cell area |
|---|---|---|
| clock inverter | 2 | 0.00221 |
| multi-input combinational | 202 | 0.415 |
| sequential | 47 | 0.398 |
| clock buffer | 6 | 0.0214 |
| tap | 129 | 0.0476 |
| timing repair buffer | 29 | 0.0848 |
| inverter | 28 | 0.0310 |
registers in the layout (all words and copies together), names as in the netlist:
register / count
moneyLeft: 6
itemLeft: 5
numOfChocolate: 5
numOfCoffee: 5
numOfSandwiches: 5
numOfTea: 5
numOfWaterVM1: 5
numOfWaterVM2: 5
insufficientFund: 1
invalidProduct: 1
notExactFund: 1
productReady: 1
productUnavailable: 1
sugarUnsuitable: 1
where the power goes:
part / internal, mW / leakage [nW] / switching [mW] / total, mW
registers: 0.430 / 0.425 / 0.00444 / 0.434
clock network: 0.0936 / 0.0403 / 0.117 / 0.210
logic: 0.0501 / 0.833 / 0.0609 / 0.111
total: 0.573 / 1.30 / 0.182 / 0.755
metrics by stage:
stage	total power, mW	utilization
2_1_floorplan	0.506	-
3_3_place_gp	0.554	0.355
3_5_place_dp	0.553	0.355
4_1_cts	0.767	0.364
5_1_grt	0.794	0.364
6_report	0.755	0.364
No activity file was given, so power comes from the tool's default toggle rates.
