<file path="design.v">
`timescale 1ns / 1ps
module ROM (
input [2:0] addr,
output reg [7:0] dataOut);
	reg [7:0] ROM [7:0];
	initial begin
		ROM[0] = 8'b00000000;
		ROM[1] = 8'b01010101;
		ROM[2] = 8'b10101010;
		ROM[3] = 8'b00110011;
		ROM[4] = 8'b11001100;
		ROM[5] = 8'b00001111;
		ROM[6] = 8'b11110000;
		ROM[7] = 8'b11111111;
	end
	always@(*) begin
		dataOut = ROM[addr];
	end
endmodule
module Difference_RAM (
input mode,
input [2:0] addr,
input [7:0] dataIn,
input [7:0] mask,
input CLK,
output reg [7:0] dataOut);
	reg [7:0] RAM [7:0];
	initial begin
		RAM[0] = 8'b00000000;
		RAM[1] = 8'b00000000;
		RAM[2] = 8'b00000000;
		RAM[3] = 8'b00000000;
		RAM[4] = 8'b00000000;
		RAM[5] = 8'b00000000;
		RAM[6] = 8'b00000000;
		RAM[7] = 8'b00000000;
	end
	always@(posedge CLK) begin 
		if (mode == 0) begin  
			if (dataIn > mask) begin 
				RAM[addr] = dataIn - mask; 
			end
			else begin
				RAM[addr] = mask - dataIn; 
			end
		end
	end
	always@(posedge mode) begin 
		if (mode == 1) begin  
			dataOut = RAM[addr]; 
		end
	end
endmodule
module EncodedMemory (
input mode,
input [2:0] index,
input [7:0] number,
input CLK,
output [7:0] result);
	wire [7:0] mask;
	ROM R(index, mask);
	Difference_RAM DR(mode, index, number, mask, CLK, result);
endmodule
</file>
<file path="run.sh">
#!/bin/bash
# OpenROAD 26Q1-2900-gdf79404cd8, Yosys 0.63+post, stock flow scripts
make -C /OpenROAD-flow-scripts/flow DESIGN_CONFIG=/design/flow/config.mk WORK_HOME=/design/flow/orfs finish
</file>
<file path="config.mk">
export PLATFORM = sky130hd
export DESIGN_NAME = EncodedMemory
export DESIGN_NICKNAME = EncodedMemory
export VERILOG_FILES = /design/flow/design.v
export SDC_FILE = /design/flow/constraint.sdc
export NUM_CORES = 4
export LEC_CHECK = 1
export CORE_UTILIZATION = 50
</file>
<file path="constraint.sdc">
current_design EncodedMemory

set clk_period 4.7
set clk_io_pct 0.2

create_clock -name clk0 -period $clk_period [get_ports {CLK}]
create_clock -name clk1 -period $clk_period [get_ports {mode}]

set non_clock_inputs [all_inputs -no_clocks]
set_input_delay [expr $clk_period * $clk_io_pct] -clock clk0 $non_clock_inputs
set_output_delay [expr $clk_period * $clk_io_pct] -clock clk0 [all_outputs]
</file>
==> results.txt <==
status = finished, final reports clean
Antenna diodes = 0
Post-synth EDFFs = 64
CP required = 4.81 ns
count of pins over their slew limit = 0
fa+ha+maj area frac = 6.75%
internal reg-to-reg setup slack = 3.47 ns
xor/xnor share = 2.08%
DR vias/cell = 6.12
Yosys warning count = 2
Unique cell types = 33
# setup viols final = 0
Layout Area Growth over Synthesis = 38.6%
synth cell count leaders = edfxtp_1, inv_1, mux4_2, nand2_1, ha_1
Dominant flop cell = edfxtp_1
Log Warnings = 43
gp weighted congestion = 0.882
Cells on Worst Hold Path = 3
Logic family by area = multiplexers
total core area = 6420 um2
syn avg cell area = 15.5 um2
# DRC = 0
R2R cell count = 2
slew margin rel. = 64.6%
io pins = 21
count leader, synth = edfxtp_1
Hold Violations, Final = 0
initial antenna violation count = 0
mux share = 14.8%
Post-CTS Hold Fix Bufs = 0
Critical Path End Type = register
Syn Inst Count = 218
Die X = 84.2 um
DR vias = 2,367
Hold Startpoint = DR.RAM[3][7]
# Cells Yosys = 218
post-route cell area = 4680 um2
full die area = 7080 um2
total wire length = 8440 um
first-pass GRT wire length = 13,100 um
met2 Resource Use GR = 28.9%
Die H = 84.2 um
crit path DAT = 4.54 ns
asr flop ratio synth = 0%
HP Class = reg -> reg
Pwr Density = 560 nW/um2
Pwr Total = 2.62 mW
Critical R2R Launch = DR.RAM[6][4]
met1 usage = 26.2%
pin count of the biggest net entering global routing = 25
Max-Cap Viols = 0
Worst Setup Start Kind = clock port
hpwl dp = 4550 um
maximum vdd drop = 0.308 mV
Seq cells post-synth = 72
share of cells above drive strength 1 = 35.8%
TritonRoute pass-1 iters = 21
ANT nets after route = 0
Iter 0 DRT Violations = 178
post-CTS resize count = 0
global route hottest layer = met3
Syn Std Cell Area = 3370 um2
RSZ-0062 raised after global routing = no
yosys aoi share = 5.56%
dpl cell area = 3620 um2
Worst Tran Pin Value = 0.529 ns
Buffers on Ports = 19
Area leader share = 57.0%
Worst path slowest cell = mux2i_1
Floorplan Utilization = 52.5%
cell accounting for the most synthesized area = edfxtp_1
MI comb area = 1160 um2
and+or+nand+nor area frac = 5.19%
fill count = 365
CP Cell Sequence = clkbuf_8 -> clkbuf_8 -> clkbuf_8 -> clkbuf_8 -> clkbuf_8 -> nor2b_1 -> nand4_1 -> o22ai_4 -> clkbuf_8 -> clkbuf_8 -> mux2i_1 -> xor2_1 -> clkbuf_8 -> clkbuf_8
TNS Setup = 0 ns
post-CTS repair timing setup buffer count = 0
met3 track demand over resource = 34.9%
Pleak = 1.82 nW
Worst path most repeated cell = clkbuf_8
Top area cell types = edfxtp_1, mux4_2, ha_1, dfxtp_1, mux2_2
chip area in the Yosys report = 3370 um2
Setup CP Type = clk -> reg
peak fanout along the critical path = 5
number of global-route vias before repair = 3,065
Crit path largest cell delay = 0.36 ns
hold endpoint = DR.dataOut[7]
remaining global-route overflow = 0
clock tree from TritonCTS = built
Reg-to-Reg End = DR.dataOut[4]
Seq share, synth = 61.7%
# rows = 29
GRT Util Overall = 29.2%
Flop area = 2080 um2
DR WL/cell = 21.8 um
Clock transition at path regs = 0.07 ns
-- where the power goes --
group | total [mW] | switching [mW] | internal (mW)
registers | 0.957 | 0.0287 | 0.928
clock network | 1.45 | 0.583 | 0.864
logic | 0.216 | 0.0909 | 0.125
total | 2.62 | 0.703 | 1.92
-- worst max path at each step --
stage                  end  depth (start not counted)  start  slack, ns
CTS           DR.RAM[5][5]                         14   mode       0.16
global route  DR.RAM[0][6]                         14   mode        0.1
finish        DR.RAM[6][5]                         14   mode       0.26
-- registers in the layout, indices dropped and copies added, names as in the netlist --
| name | flops |
|---|---|
| DR.RAM | 64 |
| DR.dataOut | 8 |
-- layout make-up --
cell class	count	area share (%)
flip-flops and latches	72	44.5
multi-input cells	118	24.8
clock buffers	72	20.8
repair buffers	23	4.71
well taps	77	2.06
clock inverters	8	1.79
inverters	17	1.36
-- logic make-up after synthesis --
logic type / Yosys count
muxes: 29
DFF: 72
xor gates and xnor gates: 8
buffers and inverters: 28
adders and majority gates: 17
AOI/OAI and AO/OA: 26
and+or+nand+nor: 38
-- critical path, delay by kind of cell --
kind	cells	cell delay (ns)
xor+xnor	1	0.15
simple gates	2	0.29
compound gates	1	0.15
mux	1	0.36
buf+inv	9	1.23
-- per-layer routing --
| layer | vias to the layer above | wire [um] | part of all wire (%) |
|---|---|---|---|
| met5 | - | 0 | 0 |
| met4 | 0 | 528 | 6.3 |
| met2 | 219 | 3560 | 42 |
| li1 | 990 | - | - |
| met1 | 1089 | 2760 | 33 |
| met3 | 69 | 1590 | 19 |
-- cell usage in the layout, fill, tap and decap left out, drive strengths merged, types with 3 or more instances in the layout --
cell,count
xor2,3
clkbuf,72
mux4,16
nand4,3
xnor2,5
nor3,4
a21o,4
clkdlybuf4s50,19
o21ai,3
edfxtp,64
mux2i,6
inv,19
dfxtp,8
buf,4
ha,15
nor2,7
clkinv,5
mux2,7
a211oi,5
a21oi,10
nand2,16
-- stage by stage --
| stage | hold slack, ns | utilization, % | instances | worst slack (ns) |
|---|---|---|---|---|
| global placement | 0.299 | 56.4 | 307 | 0.744 |
| finish | 0.665 | 72.8 | 387 | 0.263 |
| CTS | 0.674 | 72.8 | 387 | 0.163 |
| global route | 0.710 | 72.8 | 387 | 0.0960 |
| floorplan | 0.299 | - | 218 | 1.09 |
| detailed placement | 0.299 | 56.4 | 307 | 0.688 |
No activity file was given, so power comes from the tool's default toggle rates.
